==> flow/design.v <==
`timescale 1ns / 1ps
module stack
(
	data_in,  
	data_out,  
	sp,  
	reset,  
	clk,  
	push,  
	pop,  
	full  
);
parameter CPU_BIT_WIDTH = 32;
input[CPU_BIT_WIDTH-1:0] data_in;
output[CPU_BIT_WIDTH-1:0] data_out;
output[CPU_BIT_WIDTH-1:0] sp;
output full;
input reset;
input clk;
input push;
input pop;
reg[CPU_BIT_WIDTH-1:0] data_out;
reg[CPU_BIT_WIDTH-1:0] sp;
reg full;
initial begin
	data_out = 0;
	sp = -1;
	full = 0;
end
parameter stack_addr_bits=4;
parameter stack_addr_max=15;
reg[CPU_BIT_WIDTH-1:0] mem[stack_addr_max:0];
integer i = 0;
always @ (posedge clk) begin
	if(reset == 1) begin
		for(i=0; i<=stack_addr_max; i = i+1) begin
			mem[i] = 0;
		end
		data_out = 0;
		sp = -1;
	end 
	else if( (pop==1) && (push==1) ) begin
		data_out <= data_in;
	end
	else if( pop==1) begin
		if(sp > stack_addr_max) begin
			sp = -1;
			data_out <=  mem[0];
		end
		else begin
			sp <= sp -1;
			data_out <=  mem[sp];
		end
		full <= 0;
	end
	else if( push==1) begin
		if(sp==stack_addr_max) begin
			sp = stack_addr_max;
			mem[sp] <= data_in;
			full <= 1;
		end
		else begin
			sp <= sp +1;
			full <= 0;
		end
		mem[sp+1] <= data_in;
	end
	else begin
	end
end 
endmodule
==> flow/run.sh <==
#!/bin/bash
# OpenROAD 26Q1-2900-gdf79404cd8, Yosys 0.63+post, stock flow scripts
make -C /OpenROAD-flow-scripts/flow DESIGN_CONFIG=/design/flow/config.mk WORK_HOME=/design/flow/orfs finish
==> flow/config.mk <==
export PLATFORM = sky130hd
export DESIGN_NAME = stack
export DESIGN_NICKNAME = stack
export VERILOG_FILES = /design/flow/design.v
export SDC_FILE = /design/flow/constraint.sdc
export NUM_CORES = 4
export LEC_CHECK = 1
export CORE_UTILIZATION = 40
==> flow/constraint.sdc <==
current_design stack

set clk_period 8.6
set clk_io_pct 0.2

create_clock -name clk0 -period $clk_period [get_ports {clk}]

set non_clock_inputs [all_inputs -no_clocks]
set_input_delay [expr $clk_period * $clk_io_pct] -clock clk0 $non_clock_inputs
set_output_delay [expr $clk_period * $clk_io_pct] -clock clk0 [all_outputs]
==> flow_results.org <==
#+TITLE: Implementation results

** Critical path
- The timing report shows that the slowest cell on the worst path is sky130_fd_sc_hd__nor3_4.
- Logic depth along the worst register-to-register path is recorded as 10.
- Endpoint arrival time on the critical path :: 5.41 ns
- STA classifies the critical path endpoint as a register.
- The worst setup path is launched from an input pin.
- The startpoint identified for the worst register-to-register timing path is sp[1]$_SDFFE_PP1P_.
- Worst r2r dst :: mem[0][29]$_SDFFE_PP0P_
- Along the worst path, the maximum fanout reaches 25.
- Cell-by-cell listing of the critical path :: clkdlybuf4s50_1, ha_4, nor3b_4, nand2b_1, or2_1, nor3_4, buf_4, nand2_1, a21oi_1
- The critical path endpoint has a required time of 9.15 ns.
- Startpoint-to-endpoint class of the critical path :: input pin to register
- The largest single stage delay on the critical path is 0.58 ns.
- Across all register-to-register paths, the minimum setup slack is 4.06 ns.

** Run status
- Run status :: complete, no violations

** Global route
- In the global route stage, overall resource usage came out at around 29%.
- The initial antenna violation count came to 1.
- The number of global-route vias before repair came to between 20,000 and 25,000.
- Leftover overflow at the end of global routing :: 0
- Entering global routing, the biggest net connects 172 pins.
- Wire length of the first global-routing pass :: 135,000 um

** Hold path
- In this run the most critical hold path is launched from mem[0][24]$_SDFFE_PP0P_.
- Hold Crit Depth :: 2
- Worst Hold Path EP :: mem[0][24]$_SDFFE_PP0P_
- Worst Hold Class :: register to register

** Placed design
- Routability-driven placement congestion ratio :: 0.903
- The detailed placer reported the number of placed instances as approximately 3,700.
- As logged by OpenROAD, the buffers inserted on ports number about 100.
- Detailed placement ended at an HPWL of 51,300 um.

** Drt
- Routed via count :: 22,400
- Total iterations of the first detailed-routing run :: 8
- Per the post-route antenna check, the number of violating nets is 0.
- Total length of routed wires :: between 90,000 and 100,000 um
- First-iteration detailed-routing DRC count :: 2,227
- Total DRC errors in the routed layout :: 0
- Dividing the detail-routed wire length by the instance count gives 23.9 um.
- Drt via density :: 5.92

** Power
- The flow reports that sequential cells draw 44.8% of the design power.
- Power Density :: 214 nW/um2
- Total power after layout :: between 6 and 7 mW
- Per report_power, the combinational group accounts for 9.7% of the total.
- Net switching is 25.5% of the power.
- The share of total power dissipated in the clock network is 45.5%.
- Total leakage power :: 9.75 nW
- The internal portion of the total power is 4.61 mW.
- IR analysis of the VDD net gives a maximum drop of between 200 and 250 uV.
- Psw :: 1.57 mW

** Floorplanning
- Chip Height :: between 200 and 300 um
- Per the OpenROAD floorplan log, the area of the core is slightly above 60,000 um2.
- Per the OpenROAD floorplan log, the area of the die is ~64,000 um2.
- Number of top-level pins :: 101
- Standard-cell row count :: 91
- For this configuration, the core starts out at a cell density of 40.7%.
- Overall die width :: 253 um

** Layout
- Share of layout cells above drive strength 1 :: 7.89%
- Fill count :: 5,598
- Layout area overhead :: 14.3%
- The finished layout holds 3,790 standard cells, fillers aside.
- Measured on the finished design, the core utilization comes to around 47%.

** Clocking
- After clock tree synthesis, the clock-pin slew on the worst setup and hold paths is 0.06 ns.
- # hold bufs at CTS :: 0
- Setup repair bufs after CTS :: 0
- Total number of clock tree sinks :: 577
- The longest clock path from root to sink contains 3 buffers.
- Root Buffer :: sky130_fd_sc_hd__clkbuf_16
- H-Tree Level Count :: 2
- Clock tree from TritonCTS :: done
- Post_cts resized :: 0
- Clock insertion delay at the later pin of the skew report :: 0.64 ns
- Number of buffers added by the clock tree synthesis step :: 60

** Timing
- Worst slew slack as a fraction of its limit :: 35.7%
- Maximum clock skew at final layout :: approximately 0.015 ns
- The final timing report lists a hold violation count of 0.
- Setup repair after global routing left no endpoint under its margin.
- Looking at the max-slew report, the worst-margin pin has a slew of ~0.96 ns.
- The final timing report lists a max-slew violation count of 0.
- Number of failing setup endpoints in the final timing report :: 0
- Max frequency :: 206 MHz
- Final worst path period need :: between 4 and 5 ns
- Setup total negative slack on the finished layout was measured at 0 ns.
- The final timing summary puts the cycle share of the worst path at roughly 57%.

** Yosys
- Share of the yosys chip area belonging to registers :: 45.8%
- Per the post-synthesis report, the number of cells in the design is 2,971.
- Post-synthesis instance area :: 25,300 um2
- In the synthesis report, Yosys lists the chip area as 25,300 um2.
- Yosys mapped the design onto 81 distinct sky130hd cell types.
- Number of warnings issued by yosys :: 2
- Synthesis inferred 577 register bits.
- Share of flip-flops with an asynchronous set or reset :: 0%
- Average cell area after synthesis :: 8.50 um2
- Post-synth the commonest register cell is sky130_fd_sc_hd__dfxtp_1.
- Yosys mapped a number of flops with a built-in enable equal to 1.
- Number of cells in Yosys stat :: 2,971

** Run
- The stage logs contain a warning count of 34.
- Number of max-capacitance violations reported :: 0
-- power by group through the flow --
stage         Sequential (mW)  Clock (mW)  Combinational (mW)
CTS                      2.77        2.84               0.583
global route             2.77        2.94               0.628
finish                   2.77        2.81               0.596
-- registers in the layout (all words and copies together) (netlist names) --
register / flops
mem: 512
data_out: 32
sp: 32
full: 1
-- routing by layer --
metal | routed length [um] | track usage (%)
met3 | 10000 | 8.58
met1 | 37000 | 41.3
met5 | 113 | 1.31
met4 | 3190 | 8.88
met2 | 40400 | 43.5
-- worst max-delay path: cells and delay by family --
kind,cells,cell delay (ns)
buf+inv,2,1.01
simple gates,5,2.17
fa+ha+maj,1,0.30
compound gates,1,0.17
-- synthesized netlist by cell type, drive strengths merged, types with 13 or more instances --
cell      n  area, um2
dfxtp   576      11500
nand2   514       1930
nor2    343       1290
mux2i   303       3030
a21oi   295       1480
clkbuf  236        886
a22oi   105        788
buf      75        455
nand3    68        340
o21ai    64        324
a222oi   36        360
nor3b    36        287
nor3     35        213
a22o     27        236
o22ai    21        131
a31oi    18        113
nand4    17        106
a221oi   16        140
nor4     15        143
o311ai   13        114
-- cell families (layout without fill, tap and decap cells) --
group	Yosys count	in the layout	share of synthesized area [%]
DFF	577	577	45.8
and+or+nand+nor	1087	1087	18.7
other	0	1	0
AOI/OAI and AO/OA	658	658	16.9
xor gates and xnor gates	4	4	0.139
buffers and inverters	323	304	5.49
adders and majority gates	7	7	0.347
muxes	315	315	12.6
-- through the flow --
step / hold WS, ns / setup slack [ns] / instance area, um2
global route: 0.467 / 3.66 / 28900
CTS: 0.452 / 3.86 / 28900
finish: 0.452 / 3.74 / 28900
floorplan: 0.428 / 4.91 / 25300
global placement: 0.435 / 3.32 / 26700
detailed placement: 0.444 / 3.26 / 26700
-- placed cells by master, fill, tap and decap left out, types with 33 or more instances in the layout --
master	n
sky130_fd_sc_hd__clkdlybuf4s50_1	98
sky130_fd_sc_hd__buf_4	78
sky130_fd_sc_hd__a22oi_1	105
sky130_fd_sc_hd__dfxtp_1	574
sky130_fd_sc_hd__clkbuf_16	63
sky130_fd_sc_hd__mux2i_1	303
sky130_fd_sc_hd__a21oi_1	295
sky130_fd_sc_hd__nand3_1	68
sky130_fd_sc_hd__a222oi_1	36
sky130_fd_sc_hd__nand2_1	514
sky130_fd_sc_hd__o21ai_0	58
sky130_fd_sc_hd__nor2_1	341
sky130_fd_sc_hd__nor3b_1	33
-- worst max path at each step --
stage | slack, ns | to | startpoint
after CTS | 3.86 | mem[9][13]$_SDFFE_PP0P_ | push
after global routing | 3.66 | mem[9][28]$_SDFFE_PP0P_ | push
final | 3.74 | mem[9][13]$_SDFFE_PP0P_ | push
-- area by class of cell --
cell class                      instances  area [um2]  area share [%]
Antenna cell                            1        2.50         0.00867
Clock buffer                           91        1870            6.48
Clock inverter                         22         299            1.04
Inverter                               12        45.0           0.156
Multi-Input combinational cell       2071       12400            43.1
Sequential cell                       577       11600            40.1
Tap cell                              837        1050            3.63
Timing Repair Buffer                  179        1610            5.56
Power is estimated from default activity; no workload was simulated.
